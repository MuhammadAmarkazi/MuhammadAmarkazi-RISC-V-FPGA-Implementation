==> flow/design.v <==
`timescale 1ns / 1ps
module Execute_Cycle(clk,rst,RegWriteE,JumpE,ResultSrcE,MemWriteE,BranchE,ALUControlE,ALUSrcE,RD1E,ForwardBE,
RD2E,PCE,RdE,ImmExtE,PCPlus4E,RegWriteM,ResultSrcM,MemWriteM,ALUResultM,WriteDataM,RdM,PCPlus4M,ForwardAE,
PCTargetE,ResultW,Rs1E,Rs2E,PCSrcE);
input clk,rst,RegWriteE,MemWriteE,BranchE,ALUSrcE,JumpE;
input[2:0] ALUControlE;
input [1:0] ResultSrcE,ForwardAE,ForwardBE;
input [31:0] RD1E,RD2E,PCE,ImmExtE,PCPlus4E,ResultW;
input [4:0] RdE;
input [4:0] Rs1E,Rs2E;
output RegWriteM,MemWriteM;
output [1:0] ResultSrcM;
output [31:0] ALUResultM,WriteDataM,PCPlus4M,PCTargetE;
output [4:0] RdM;
wire [31:0] SrcBE,ALU_result,SrcAE,SrcBE2;
wire ZeroE;
output PCSrcE;
reg RegWriteE_reg,MemWriteE_reg;
reg [1:0] ResultSrcE_reg;
reg [31:0] ALU_result_reg,WriteDataE_reg,PCPlus4E_reg;
reg [4:0] RdE_reg;
ALU_8 ALU_Execute(
                  .A(SrcAE),
                  .B(SrcBE),
                  .ALUControls(ALUControlE),
                  .result(ALU_result),
                  .Zero(ZeroE),
                  .N(),
                  .C(),
                  .V(),
                  .stl()
               );
mux2_1 mux_Execute(
                    .a(SrcBE2),
                    .b(ImmExtE),
                    .s(ALUSrcE),
                    .result(SrcBE)
                );               
mux4_1 mux3_1(
               .a(RD1E),
               .b(ResultW),
               .c(ALUResultM),
               .d(),
               .s(ForwardAE),
               .result(SrcAE)
                );
mux4_1 mux3_2(
                .a(RD2E),
                .b(ResultW),
                .c(ALUResultM),
                .d(),
                .s(ForwardBE),
                .result(SrcBE2)
                );
PCPlus4 Execute_adder(
                        .a(PCE),
                        .b(ImmExtE),
                        .s(PCTargetE)
                        );
always @(posedge clk or negedge rst )
begin
    if (rst == 1'b0)
        begin
        RegWriteE_reg <= 1'b0;
        MemWriteE_reg <= 1'b0;
        ResultSrcE_reg <= 2'b00;
        ALU_result_reg <=32'h00000000;
        WriteDataE_reg <=32'h00000000;
        RdE_reg <=5'h00;
        PCPlus4E_reg <=32'h00000000;
        end
        else begin
        RegWriteE_reg <= RegWriteE;
        MemWriteE_reg <=  MemWriteE;
        ResultSrcE_reg <= ResultSrcE;
        ALU_result_reg <=ALU_result;
        WriteDataE_reg <= SrcBE2;
        RdE_reg <= RdE;
        PCPlus4E_reg <= PCPlus4E;
        end
end
assign RegWriteM = ( rst == 1'b0 ) ? 1'b0 : RegWriteE_reg;
assign MemWriteM = ( rst == 1'b0 ) ? 1'b0 : MemWriteE_reg;
assign ResultSrcM = ( rst == 1'b0 ) ? 2'b00 : ResultSrcE_reg;
assign ALUResultM = ( rst == 1'b0 ) ? 32'h00000000 : ALU_result_reg;
assign WriteDataM = ( rst == 1'b0 ) ? 32'h00000000 : WriteDataE_reg;
assign RdM = ( rst == 1'b0 ) ? 5'h00 : RdE_reg;
assign PCPlus4M = ( rst == 1'b0 ) ? 32'h00000000 : PCPlus4E_reg;
assign PCSrcE =  (JumpE | (ZeroE & BranchE)); 
endmodule
`timescale 1ns / 1ps
module PCPlus4(a,b,s);
input [31:0] a,b;
output [31:0] s;
assign s = a + b;
endmodule
`timescale 1ns / 1ps
module ALU_8(A,B,ALUControls,result,Zero,N,C,V,stl);
input [31:0] A,B;
input [2:0] ALUControls;
output Zero;
output [31:0] result,  N, C, V, stl;
wire [31:0] a_and_b;
wire [31:0] a_or_b;
wire [31:0] not_b;
wire [31:0] mux_1;
wire [31:0] sum;
wire [31:0] mux_2;
wire [31:0] cout;
assign a_and_b = A & B;
assign a_or_b = A | B;
assign not_b = ~B;
assign mux_1= (ALUControls[0] == 1'b0) ? B : not_b; 
assign {cout,sum}= A + mux_1 + ALUControls[0];
assign mux_2= (ALUControls[2:0] == 3'b000) ? sum :
              (ALUControls[2:0] == 3'b001) ? sum :
              (ALUControls[2:0] == 3'b010) ? a_and_b :
              (ALUControls[2:0] == 3'b011) ? a_or_b : 
              (ALUControls[2:0] == 3'b101) ? stl : 32'h00000000;
assign result=mux_2;
assign Zero = ~(result);
assign N = result[31];
assign C = cout & (~ALUControls[1]);
assign V = (~ALUControls[1]) & (A[31] ^ sum[31]) & (~(A[31] ^ B[31] ^ ALUControls[0]));
assign stl = {31'b0000000000000000000000000000000 , sum[31]};
endmodule
`timescale 1ns / 1ps
module mux2_1(a,b,s,result);
input [31:0]a,b;
input s;
output [31:0] result;
assign result = s ? b : a ;
endmodule
`timescale 1ns / 1ps
module mux4_1(a,b,c,d,s,result);
input [31:0]a,b,c,d;
input [1:0] s;
output [31:0] result;
assign result = (s==2'b00) ? a :
                 (s==2'b01) ? b :
                 (s==2'b10) ? c :d ;
endmodule
==> flow/run.sh <==
#!/bin/bash
# OpenROAD 26Q1-2900-gdf79404cd8, Yosys 0.63+post, stock flow scripts
make -C /OpenROAD-flow-scripts/flow DESIGN_CONFIG=/design/flow/config.mk WORK_HOME=/design/flow/orfs finish
==> flow/config.mk <==
export PLATFORM = sky130hd
export DESIGN_NAME = Execute_Cycle
export DESIGN_NICKNAME = Execute_Cycle
export VERILOG_FILES = /design/flow/design.v
export SDC_FILE = /design/flow/constraint.sdc
export NUM_CORES = 4
export LEC_CHECK = 1
export CORE_AREA = 10 10 224 224
export DIE_AREA = 0 0 234 234
==> flow/constraint.sdc <==
current_design Execute_Cycle

set clk_period 20.6
set clk_io_pct 0.2

create_clock -name clk0 -period $clk_period [get_ports {clk}]

set non_clock_inputs [all_inputs -no_clocks]
set_input_delay [expr $clk_period * $clk_io_pct] -clock clk0 $non_clock_inputs
set_output_delay [expr $clk_period * $clk_io_pct] -clock clk0 [all_outputs]
==> CHANGELOG.md <==
### Changed

* Post-Synthesis Cells at 1075
* Antenna diodes at 0
* Setup crit end kind: output port
* Post-CTS Setup Inserts at 0
* Sw Share at 0.361
* Total GRT Usage at 0.145
* Worst Path Arrival at 8950 ps
* Slowest CP cell: buf_4
* CP Class: input pin to output port
* Routed wire length per instance at 20.5 µm
* CTS Buf Count at 9
* Crit path max-delay family: AND-OR/OR-AND gates
* Clock buffer depth at 2
* Crit-path cells: buf_2 > buf_4 > mux2i_1 > o21ai_0 > mux2_2 > xnor2_1 > ha_1 > a211oi_2 > o21ai_1 > a221oi_1 > o21ai_0 > a21oi_1 > o41ai_4 > a41oi_4 > mux2i_1 > nand3_1 > nand3_1 > clkdlybuf4s50_1
* Clk sink count at 105
* Layout cells sized above 1 at 0.0530
* Hold Crit Class: register to register
* Vias in the first global route at 9017
* Top Layout Cells: clkdlybuf4s50_1, and2_1, dfrtp_1, nand2_1, mux2i_1
* Synthesized area per cell at 8.73 µm²
* Setup slack after layout at 7530 ps
* EDFF count, synth at 0
* Dominant Register Cell: dfrtp_1
* Drt pass-1 iters at 5
* Root Driver: clkbuf_16
* Synthesized area at 0.00939 mm²
* Fmax at 76.5 MHz
* # Cells Yosys at 1075
* Buffers plus inverters on the worst setup path at 3
* Number of port buffers at 350
* Worst Skew at 10.8 ps
* Global route overflow at 0
* Cell Rows at 78
* CTS tree: done
* Placeable Area at 0.0453 mm²
* Registers, synthesis at 105
* Chip area at 0.0548 mm²
* Distinct cells, synth at 70
* Yosys warns at 65
* Worst Tran Pin Value at 697 ps
* Tool Warnings at 35
* Skew-Pair Late Insertion Delay at 370 ps
* Area Overhead vs Synth at 46.7%
* Initial antenna violation count at 5
* Gate power share at 0.485
* DRC viols at 0
* Routed Antenna Nets at 0
* Fillers at 4662
* Crit Path Max Fanout at 32
* GP Congestion at 0.914
* HPWL Detailed at 33.6 mm
* Yosys stat chip area at 0.00939 mm²
* Total power at 792 µW
* Max VDD drop at 0.0407 mV
* Post-Place Setup Slack at 7590 ps
* Width of the die at 234 µm
* Peak per-stage delay on the critical path at 530 ps
* Status: complete, no violations
* Largest net degree at the start of global routing at 68
* Die Span Y at 234 µm
* Clock network power share at 0.224
* First-pass GRT wire length at 59.1 mm
* Post-Route WL at 40.9 mm
* Max-slew headroom at 0.536
* DR vias/cell at 4.52
* Ys async rst share at 1.00
* Ports at 361
* Max-Cap Viols at 0
* Sequential Power Share at 0.291
* Psw at 286 µW
* Final max-slew violation count at 0
* Crit start category: input pin
* Fin crit share at 0.635
* Power Dens Cells at 57.5 mW/mm²
* Cell-internal power at 506 µW
* Setup TNS Final at 0 ps
* Final setup vio count at 0
* Final Hold Fails at 0
* Unrepaired setup endpoints after global routing: no
* Starting Density at 0.207
* H-tree levels at 3
* Hold_buf cts at 0
* Leak pwr at 5.88 nW
* Register share after synthesis at 0.280
* Data required, critical path at 16480 ps
* Post-CTS resize count at 0
* Clock-pin slew of the registers on the worst-case setup and hold paths at 80 ps
* Tmin final at 13070 ps
* Starting DRT DRC Count at 402
* Top cell excl fill/tap: clkdlybuf4s50_1
* Via count at 9033
## cell type report
type                       count  area [µm²]  share of cell area
clock buffer                   9         225              0.0164
clock inverter                 7        60.1             0.00436
inverter                      42         158              0.0114
multi-input combinational    870        6370               0.463
sequential                   105        2630               0.191
tap                          600         751              0.0545
timing repair buffer         364        3580               0.260
## worst paths after layout
kind                               startpoint                  to  slack [ps]  cells after the start
max in group asynchronous                 rst  WriteDataE_reg[23]       15580                      3
min                        ALU_result_reg[30]  WriteDataE_reg[30]         670                      3
max reg2reg                 ALU_result_reg[8]  ALU_result_reg[31]       16400                     16
min reg2reg                ALU_result_reg[30]  WriteDataE_reg[30]         670                      3
max                              ForwardBE[0]              PCSrcE        7530                     18
min in group asynchronous                 rst   ALU_result_reg[9]        3630                      1
## stage by stage
step | hold slack (ps) | instance area [µm²] | util | instances
global placement | 644 | 13500 | 0.298 | 1981
CTS | 668 | 13800 | 0.304 | 1997
global route | 736 | 13800 | 0.304 | 1997
finish | 668 | 13800 | 0.304 | 1997
detailed placement | 646 | 13500 | 0.298 | 1981
floorplan | 526 | 9390 | - | 1075
## kinds of logic (layout without fill, tap and decap cells)
group,after synthesis,after routing,share of synthesized area
buf+inv,100,422,0.0412
xor+xnor,84,84,0.0784
mux,98,98,0.107
compound gates,291,291,0.216
simple gates,310,310,0.167
flops,105,105,0.280
fa+ha+maj,87,87,0.111
## Yosys cell counts, drive strengths merged, types with 2 or more instances
library cell	instances	area, µm²
a2111oi	3	51.3
a211oi	24	190
a21boi	2	15.0
a21o	42	315
a21oi	62	318
a221oi	9	91.3
a22o	2	17.5
a31oi	7	58.8
a41oi	2	36.3
and2	106	663
and3	6	37.5
buf	16	71.3
clkbuf	42	158
dfrtp	105	2630
fa	2	40.0
ha	61	763
inv	42	158
maj3	24	240
mux2	14	161
mux2i	84	841
nand2	91	342
nand2b	8	50.1
nand3	11	55.1
nand4	6	37.5
nor2	53	199
nor2b	5	31.3
nor3	11	55.1
nor4	2	12.5
o211ai	8	70.1
o21a	25	188
o21ai	76	380
o21bai	10	75.1
o311a	2	20.0
o31ai	3	27.5
o41ai	3	45.1
or2	3	18.8
or3	3	18.8
xnor2	64	561
xor2	20	175
## power by group through the flow
stage                 combinational [mW]  clock (mW)  sequential [mW]
after CTS                          0.387       0.185            0.230
after global routing               0.423       0.193            0.233
final                              0.384       0.177            0.230
## metal layers
layer / wire length [µm] / global-route usage
met4: 780 / 0.0236
met1: 16800 / 0.184
met3: 3160 / 0.0359
met2: 20100 / 0.249
met5: 52 / 0
## worst min-delay path, cell delays in order (launching register included)
cell and delay [ps]:
dfrtp_1 320, and2_1 150, nand2_1 60, o21ai_0 100
Power is estimated from default activity; no workload was simulated.
