File: flow/design.v
`timescale 1ns / 1ps
module Writeback_cycle(clk,rst,ResultSrcW,ReadDataW,ALUResultW,
PCPlus4W,ResultW);
input clk,rst;
input [1:0] ResultSrcW;
input [31:0] ReadDataW,ALUResultW,PCPlus4W;
output [31:0] ResultW;
mux4_1 mux_writeback(
                     .a(ALUResultW),
                     .b(ReadDataW),
                     .c(PCPlus4W),
                     .d(),
                     .s(ResultSrcW),
                     .result(ResultW)
                     );
endmodule
`timescale 1ns / 1ps
module mux4_1(a,b,c,d,s,result);
input [31:0]a,b,c,d;
input [1:0] s;
output [31:0] result;
assign result = (s==2'b00) ? a :
                 (s==2'b01) ? b :
                 (s==2'b10) ? c :d ;
endmodule
File: flow/run.sh
#!/bin/bash
# OpenROAD 26Q1-2900-gdf79404cd8, Yosys 0.63+post, stock flow scripts
make -C /OpenROAD-flow-scripts/flow DESIGN_CONFIG=/design/flow/config.mk WORK_HOME=/design/flow/orfs finish
File: flow/config.mk
export PLATFORM = sky130hd
export DESIGN_NAME = Writeback_cycle
export DESIGN_NICKNAME = Writeback_cycle
export VERILOG_FILES = /design/flow/design.v
export SDC_FILE = /design/flow/constraint.sdc
export NUM_CORES = 4
export LEC_CHECK = 1
export CORE_AREA = 10 10 88 88
export DIE_AREA = 0 0 98 98
File: flow/constraint.sdc
current_design Writeback_cycle

set clk_period 4.3
set clk_io_pct 0.2

create_clock -name clk0 -period $clk_period

set non_clock_inputs [all_inputs -no_clocks]
set_input_delay [expr $clk_period * $clk_io_pct] -clock clk0 $non_clock_inputs
set_output_delay [expr $clk_period * $clk_io_pct] -clock clk0 [all_outputs]
==> run notes <==
Implementation progress

After layout, the minimum clock period comes to between 3 and 4 ns. The number of top-level pins stands at 132. At the placement stage, the worst setup path has a slack of ~1.2 ns.

The compound-gate portion of the synthesized area stands at about a quarter. The row count stands at 28. The floorplan step set the die width to approximately 98 um. The area fraction in and, or, nand and nor cells stands at between 15 and 20%. The number of setup buffers added after CTS stands at 0. After routing, the total negative slack on setup checks comes to 0 ns. The remaining antenna violation count after routing stands at 0. The sequential standard cell area stands at 0 um^2. The portion of synthesized cell area occupied by the leading cell type stands at between 40 and 50%. The placement summary gives the final routability congestion estimate as 0.761.

The die covers 0.00960 mm^2. Setup repair after global routing left no endpoint under its margin. Entering global routing, the biggest net connects 37 pins. The total number of warnings across the stage logs stands at 34.

The areal power density over the cells stands at 94.8 mW/mm^2. The fraction of final layout cells with drive strength greater than 1 stands at ~2.6%. The post-route clock period utilization stands at approximately 72%. The area of the synthesized netlist per yosys stat stands at 714 um^2. Per the STA report, the cell with the highest stage delay on the worst path is sky130_fd_sc_hd__clkdlybuf4s50_1. For this run, the total global-route usage over all layers was measured as between 7 and 8%. The starting DRC count in detailed routing stands at 13. For reference, full adder, half adder and majority cells occupy 0% of the area reported after synthesis. The flow reports an fmax of 324 MHz. The final HPWL from detailed placement stands at between 3 and 4 mm.

In this run, distinct cell masters in the synthesized netlist total 8. The timing report attributes the biggest portion of critical-path delay to buffers and inverters. Summed over all layers, the global routing overflow is 0. The post-synthesis average cell area stands at around 6.7 um^2.

Per the final timing report, the hold violations number 0. The critical path maximum fanout is 18. Cells fill 34.3% of the core in the end.

Per the finish-stage timing summary, setup violations number 0. The area of the mapped netlist stands at 714 um^2. The total power draw stands at around 0.19 mW.

The number of violations of the max-capacitance limit stands at 0. The initial antenna violation count came to 0. Looking at area per cell type in the netlist, the leader is sky130_fd_sc_hd__mux2i_1.

The signal on the critical path passes through buf_2, buf_12, mux2i_1, o21ai_2, clkdlybuf4s50_1. At the worst endpoint, the required time is 3.44 ns. The transition time recorded at the tightest slew-check pin is about 0.51 ns. The number of detailed-route iterations in the first pass stands at 4.

The number of DRC violations after detailed routing stands at 0. The floorplan step records an initial core utilization of roughly an eighth. The multiplexer share of the synthesized area stands at between 40 and 50%. In the Yosys report the total cell count is between 100 and 150.

The routed design ends up with an antenna cell count of 0. The worst setup path is captured at an output pin. The worst-case max-slew headroom was logged as 66.1%. The worst setup path is launched from a primary input. The first-pass GRT wire length stands at 6.38 mm. The number of gates resized after CTS stands at 0.

The peak supply drop stands at between 0.03 and 0.04 mV. The number of sequential cells stands at 0. The post-cts hold-fix buffer tally stands at 0.

The number of cells on the worst hold path is listed as 4. The synthesized instance count is roughly 110. The number of global-route vias before repair stands at ~1200. The post-detailed-route via-to-cell ratio stands at roughly 3.9.

The area growth from synthesis to layout stands at 185%. The total area inside the core boundary comes to approximately 0.0059 mm^2. In this run the worst hold path is classified as primary input to output pin.

The post-layout worst setup margin stands at around 1.2 ns. After detailed routing, the total wire length is between 4 and 5 mm. Measured along the y axis, the die boundary spans ~98 um. The leakage power figure stands at 0.831 nW. Among the non-sequential cells, multiplexers take the most area. In the Yosys report, the sequential cells make up 0% of the chip area.

The run finished with clean final reports. For the worst min-delay path, the startpoint reported by OpenROAD is ResultSrcW[1]. The number of buffers inserted by port buffering stands at around 130. The number of buffer and inverter stages on the critical path stands at 3. The arrival time reported for the critical path endpoint stands at 2.23 ns. The critical path in this run is classified as primary input to output pin. After Yosys synthesis, XOR and XNOR cells account for 0% of the synthesized area. In the final routed layout, each cell accounts on average for about 14 um. Sorting the synthesized cells by area gives the leading types as sky130_fd_sc_hd__mux2i_1, sky130_fd_sc_hd__o21ai_1, sky130_fd_sc_hd__nand2_1.

The clock buffer count stands at 0. Yosys printed 32 warnings. The endpoint of the worst hold path is reported as ResultW[22]. Per STA, the highest per-stage delay on the worst path measures approximately 0.43 ns.

In the final report, the number of pins over their slew limit comes to 0. The routed via count stands at 1188.
## routing by layer
layer | up-vias | part of all wire [%] | global-route usage (%)
met4 | 0 | 0 | 0
met1 | 489 | 42 | 9.13
met5 | - | 0 | 0
li1 | 617 | - | -
met2 | 82 | 43 | 12.9
met3 | 0 | 15 | 4.41
## synth_stat cells
master	count
sky130_fd_sc_hd__buf_12	3
sky130_fd_sc_hd__buf_2	7
sky130_fd_sc_hd__buf_6	1
sky130_fd_sc_hd__mux2i_1	32
sky130_fd_sc_hd__nand2_1	32
sky130_fd_sc_hd__o21ai_0	2
sky130_fd_sc_hd__o21ai_1	28
sky130_fd_sc_hd__o21ai_2	2
## where the power goes
group	total (mW)	switching, mW	internal (mW)
combinational	0.193	0.0481	0.145
sequential	0	0	0
clock	0	0	0
total	0.193	0.0481	0.145
## worst max-delay path by stage
| stage | slack (ns) | startpoint | cells after the start | endpoint |
|---|---|---|---|---|
| final | 1.21 | ResultSrcW[0] | 5 | ResultW[8] |
| after global routing | 1.08 | ResultSrcW[0] | 5 | ResultW[9] |
| after CTS | 1.15 | ResultSrcW[0] | 5 | ResultW[8] |
## layout make-up
class / instances / area (um^2)
Fill cell: 635 / 3890
Timing Repair Buffer: 132 / 1330
Multi-Input combinational cell: 96 / 608
Tap cell: 75 / 93.8
## layout by cell type (no fill, tap or decap)
| master | netlist | routed |
|---|---|---|
| sky130_fd_sc_hd__o21ai_2 | 2 | 2 |
| sky130_fd_sc_hd__buf_2 | 7 | 2 |
| sky130_fd_sc_hd__mux2i_1 | 32 | 32 |
| sky130_fd_sc_hd__o21ai_0 | 2 | 2 |
| sky130_fd_sc_hd__buf_12 | 3 | 2 |
| sky130_fd_sc_hd__clkdlybuf4s50_1 | 0 | 128 |
| sky130_fd_sc_hd__nand2_1 | 32 | 32 |
| sky130_fd_sc_hd__o21ai_1 | 28 | 28 |
## through the flow
stage	hold WS, ns	area [um^2]	instances
3_3_place_gp	2.58	2030	303
4_1_cts	2.58	2030	303
6_report	2.57	2030	303
3_5_place_dp	2.57	2030	303
2_1_floorplan	1.77	714	107
5_1_grt	2.63	2030	303
## worst min-delay path: stages
cell	delay [ns]
sky130_fd_sc_hd__buf_2	0.26
sky130_fd_sc_hd__nand2_1	0.12
sky130_fd_sc_hd__o21ai_1	0.05
sky130_fd_sc_hd__clkdlybuf4s50_1	0.40
## cell families (layout without fill, tap and decap cells)
| logic type | count (synthesis) | count (layout) |
|---|---|---|
| buffers and inverters | 11 | 132 |
| and+or+nand+nor | 32 | 32 |
| muxes | 32 | 32 |
| AOI/OAI and AO/OA | 32 | 32 |
Power figures rest on the tool's default switching activity, not on a simulated workload.
