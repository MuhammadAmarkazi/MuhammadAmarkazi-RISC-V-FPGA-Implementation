`flow/run.sh`:
```
#!/bin/bash
# OpenROAD 26Q1-2900-gdf79404cd8, Yosys 0.63+post, stock flow scripts
make -C /OpenROAD-flow-scripts/flow DESIGN_CONFIG=/design/flow/config.mk WORK_HOME=/design/flow/orfs finish
```
`flow/config.mk`:
```
export PLATFORM = sky130hd
export DESIGN_NAME = time1
export DESIGN_NICKNAME = time1
export VERILOG_FILES = /design/flow/design.v
export SDC_FILE = /design/flow/constraint.sdc
export NUM_CORES = 4
export LEC_CHECK = 1
export CORE_AREA = 10 10 101 101
export DIE_AREA = 0 0 111 111
```
`flow/design.v`:
```
`timescale 1ns / 1ps
module time1(clk1_s,clk);
input clk1_s;
output reg clk = 0;
reg [26:0] counter = 0;
always @ (posedge clk1_s )
begin
    if (counter == 100000000 - 1) 
    begin
   clk <= ~ clk ;
    counter <= 0;
end
else
counter <= counter + 1;
end
endmodule
```
`flow/constraint.sdc`:
```
current_design time1

set clk_period 6.3
set clk_io_pct 0.2

create_clock -name clk0 -period $clk_period [get_ports {clk1_s}]

set non_clock_inputs [all_inputs -no_clocks]
set_input_delay [expr $clk_period * $clk_io_pct] -clock clk0 $non_clock_inputs
set_output_delay [expr $clk_period * $clk_io_pct] -clock clk0 [all_outputs]
```
==> out/metrics.csv <==
stage;metric;value;unit
outcome;status;finished, final reports clean;
clocking;cts_tree;yes;
critical_path;cpMaxStageDelayCell;clkdlybuf4s50_1;
critical_path;critPathArrivalTime;1080;ps
sta;clock.fmax;428;MHz
synthesis;synth-edff-count;1;
sta;skew;5.72;ps
critical_path;slowest_delay;460;ps
flow_run;drv_cap;0;
critical_path;r2r_cells;4;
global_routing;grt_usage;0.0352;
cells_and_area;synthToLayoutAreaGrowth;15.3;%
placed_design;place.gp.congestion;0.786;
synthesis;synth_cells;137;
clocking;clkTransAtPathRegs;90;ps
routing;diodes;0;
flow_run;tool_warnings;25;
routing;first_iter_violations;51;
synthesis;yosysTopAreaCell;dfxtp_1;
die;die_w;111;microns
clocking;ctsResizeCount;0;
routing;drc;0;
global_routing;grt_overflow;0;
sta;setup_viol;0;
synthesis;yosysMostFrequentCell;dfxtp_1;
hold_path;hold_depth;1;
clocking;clock_sinks;28;
clocking;clockRootBuffer;clkbuf_8;
synthesis;ys.flops;28;
clocking;clk_latency;270;ps
cells_and_area;layout-drive-gt1-share;0.0567;
synthesis;synth.distinct_cells;29;
critical_path;cp-end-kind;primary output;
sta;period_used_share;0.371;
synthesis;ys_seq_frac;0.459;
placed_design;numPlacedInstances;242;
sta;slew_viol_final;0;
routing;first_pass_iters;4;
critical_path;cp_top_family;buffers and inverters;
critical_path;crit_buf_inv;1;
die;io_pins;2;
clocking;htreeDepth;1;
sta;slew_headroom;0.483;
critical_path;crit_cells;1;
global_routing;grt_first_pass_wirelength;3840;microns
synthesis;top_cells_by_count;dfxtp_1, nand2_1, nand3_1;
die;fp_util;0.153;
cells_and_area;final_core_util;0.176;
routing;via_count;998;
clocking;clockBufferDepth;2;
sta;hold_ws;484;ps
placed_design;place.detailed.hpwl;1590;microns
global_routing;grt_max_degree;16;
routing;wl_per_cell;8.96;microns
clocking;postCtsSetupBuffers;0;
placed_design;port_buffers;1;
synthesis;ys.flop_type;dfxtp_1;
power;irDropWorstVdd;0.0000931;V
critical_path;cp-start-kind;register;
power;power_leakage;0.522;nW
synthesis;ys_area;1240;sq um
synthesis;async_reset_ff_frac;0;
routing;routed_via_density;4.06;
die;core;8130;sq um
critical_path;crit_required;5040;ps
placed_design;post-place-ws;4210;ps
cells_and_area;stdcell_count;246;
power;power_density;191;nW/um^2
global_routing;grt_pass1_vias;831;
sta;layout_setup_ws;3960;ps
critical_path;crit_chain;clkdlybuf4s50_1;
sta;rsz0062_at_grt;no;
clocking;cts_buffers;3;
routing;wirelength;2200;microns
synthesis;synth_warnings;1;
die;rows;33;
routing;drtAntennaViolNets;0;
clocking;hold_buffers;0;
cells_and_area;seqCellArea;571;sq um
die;dieArea;12300;sq um
synthesis;yosys_cells;137;
critical_path;worstSetupPathType;register to primary output;
hold_path;hold_path_class;register to register;
cells_and_area;fillCellCount;886;
sta;tns;0;ps
critical_path;path_max_fanout;2;
cells_and_area;comb_area;662;sq um
sta;worst_slew_pin_slew;769;ps
sta;period_needed;2340;ps
die;chipHeight;111;microns
sta;hold_viol_final;0;
synthesis;syn-cell-area;1240;sq um
synthesis;yosys-top-cells-area;dfxtp_1, xnor2_1, nand3_1;
synthesis;yosysTopAreaCellShare;0.435;
synthesis;syn_avg_cell_area;9.08;sq um
global_routing;antenna_found_initial;0;
## where the power goes
| part | total, mW | internal (mW) | leakage [nW] | switching (mW) |
|---|---|---|---|---|
| Clock | 0.0967 | 0.0452 | 0.0228 | 0.0514 |
| Sequential | 0.178 | 0.178 | 0.229 | 0 |
| Combinational | 0.000000270 | 0 | 0.270 | 0 |
## sequential cells by signal, indices dropped and copies added, names as in the netlist
| register | flops |
|---|---|
| clk | 1 |
| counter | 27 |
## stage by stage
stage | instance area, sq um | total power, mW
2_1_floorplan | 1240 | 0.182
3_3_place_gp | 1390 | 0.182
3_5_place_dp | 1390 | 0.182
4_1_cts | 1430 | 0.278
5_1_grt | 1430 | 0.286
6_report | 1430 | 0.274
## metal layers
layer,share of wire,track usage,vias up
li1,-,-,525
met1,0.55,0.0540,454
met2,0.39,0.0476,17
met3,0.044,0.0104,2
met4,0.016,0.00521,0
met5,0,0,-
## cells in the final DEF (no fill, tap or decap), drive strengths merged, types with 6 or more instances in the layout
cell type,Yosys,final
dfxtp,27,27
nand2,13,13
nand3,11,11
a21oi,10,10
xnor2,9,9
nor2,7,7
or4,6,6
nand4,6,6
## worst paths after layout
| path | start | end | slack [ps] |
|---|---|---|---|
| setup / recovery | clk | clk | 3960 |
| hold / removal | counter[0] | counter[0] | 480 |
| setup reg to reg | counter[4] | counter[24] | 4190 |
| hold reg to reg | counter[0] | counter[0] | 480 |
## kinds of logic (layout without fill, tap and decap cells)
group	Yosys count	in the layout	synth area share
simple gates	68	68	0.313
buf+inv	4	8	0.0141
xor+xnor	14	14	0.0986
flops	28	28	0.459
fa+ha+maj	1	1	0.0101
compound gates	22	22	0.106
## area by class of cell
type	count	share of cell area
Multi-Input combinational cell	105	0.462
Timing Repair Buffer	2	0.0122
Sequential cell	28	0.398
Inverter	2	0.00524
Tap cell	105	0.0916
Clock buffer	4	0.0314
Power and IR drop assume default switching activity.
